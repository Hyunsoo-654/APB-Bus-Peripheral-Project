==> design/flow/design.v <==
`timescale 1ns / 1ps
module APB_Slave (
    input  logic        PCLK,
    input  logic        PRESET,
    input  logic [ 3:0] PADDR,
    input  logic        PWRITE,
    input  logic        PENABLE,
    input  logic [31:0] PWDATA,
    input  logic        PSEL,
    output logic [31:0] PRDATA,
    output logic        PREADY
);
    logic [31:0] slv_reg0, slv_reg1, slv_reg2, slv_reg3;
    always_ff @(posedge PCLK, posedge PRESET) begin
        if (PRESET) begin
            slv_reg0 <= 0;
            slv_reg1 <= 0;
            slv_reg2 <= 0;
            slv_reg3 <= 0;
        end else begin
            PREADY <= 1'b0;
            if (PSEL && PENABLE) begin
                PREADY <= 1'b1;
                if (PWRITE) begin
                    case (PADDR[3:2])
                        2'd0: slv_reg0 <= PWDATA;
                        2'd1: slv_reg1 <= PWDATA;
                        2'd2: slv_reg2 <= PWDATA;
                        2'd3: slv_reg3 <= PWDATA;
                    endcase
                end else begin
                    case (PADDR[3:2])
                        2'd0: PRDATA <= slv_reg0;
                        2'd1: PRDATA <= slv_reg1;
                        2'd2: PRDATA <= slv_reg2;
                        2'd3: PRDATA <= slv_reg3;
                    endcase
                end
            end
        end
    end
endmodule
==> design/flow/run.sh <==
#!/bin/bash
# OpenROAD 26Q1-2900-gdf79404cd8, Yosys 0.63+post, stock flow scripts
make -C /OpenROAD-flow-scripts/flow DESIGN_CONFIG=/design/flow/config.mk WORK_HOME=/design/flow/orfs finish
==> design/flow/config.mk <==
export PLATFORM = sky130hd
export DESIGN_NAME = APB_Slave
export DESIGN_NICKNAME = APB_Slave
export VERILOG_FILES = /design/flow/design.v
export SDC_FILE = /design/flow/constraint.sdc
export NUM_CORES = 4
export LEC_CHECK = 1
export CORE_UTILIZATION = 50
==> design/flow/constraint.sdc <==
current_design APB_Slave

set clk_period 2.0
set clk_io_pct 0.2

create_clock -name clk0 -period $clk_period [get_ports {PCLK}]

set non_clock_inputs [all_inputs -no_clocks]
set_input_delay [expr $clk_period * $clk_io_pct] -clock clk0 $non_clock_inputs
set_output_delay [expr $clk_period * $clk_io_pct] -clock clk0 [all_outputs]
==> deck_impl_summary.md <==
Key Metrics from the Run

Die
  • Die X: around 120 um
  • Area of the chip: ~14000 um2
  • Vertical die size: around 120 um
  • # IOs: between 70 and 80
  • Floorplan utilization: 51.9%
  • Number of core rows: around 41
  • Core area: approximately 13000 um2

Cells and area
  • Growth of design area from synthesis to finish: 25.1%
  • Most frequent logic cell in the layout: dfrtp_1
  • Number of standard cells in the layout, taps in and fillers out: roughly 630
  • Fraction of final layout cells with drive strength greater than 1: 48.1%
  • Design Area, Final: roughly 8300 um2
  • Leading cell types in the layout, fill and taps excluded: 128 x dfrtp_1, 96 x mux2_2, 69 x clkdlybuf4s50_1
  • Final core utilization: 64.9%
  • FILL cells: 926

Setup path
  • Sort of element at the end of the critical path: register
  • Category of the most critical setup path: in -> reg
  • Maximum fanout along the worst path: 18
  • Register-to-register setup slack: 890 ps
  • Worst setup path startpoint: PWRITE
  • Required time of the critical path: 2290 ps
  • Critical R2R Launch: slv_reg1[17]
  • End point of the critical path: slv_reg1[28]
  • Worst path arrival time: 2060 ps
  • Critical R2R Capture: PRDATA[17]
  • R2R cell count: 1
  • CP startpoint kind: input port

Timing
  • Minimum clock period after layout: approximately 1800 ps
  • Slew at the pin with the worst max-slew slack: 447 ps
  • Worst hold margin: about 490 ps
  • RSZ-0062 raised after global routing: false
  • Number of failing setup endpoints in the final timing report: 0
  • Layout Skew: about 5.6 ps
  • Pins Over Slew Limit: 0
  • Final worst path period share: around 88%
  • Fmax achieved: roughly 570 MHz
  • Hold Vio Cnt, Final: 0
  • Relative slew slack: roughly 70%

Global route
  • Met2 GRT Util: between 30% and 40%
  • Pin count of the biggest net entering global routing: about 81
  • Via count of the first global-routing pass: around 3800
  • Grt met3 use: 5.56%
  • Remaining global-route overflow: 0
  • Initial antenna violation count: 0
  • Wire length of the first global-routing pass: ~20000 um
  • GRT Total Usage: 20.4%
  • Met1 routing resource usage after global routing: 32.8%
  • Most crowded layer after global routing: met1

Logic synthesis
  • Synth flops: between 150 and 200
  • Yosys warnings: 1
  • Post-synthesis area per instance: 19.0 um2
  • Sequential share of the synthesized area: between 60 and 70%
  • Number of standard cells reported by yosys: 350
  • Distinct lib cells: 16
  • Netlist area before placement: approximately 6700 um2
  • Mapped Cells: 350
  • Chip area in the Yosys report: 6660 um2

Route
  • Routed vias/inst: between 5 and 6
  • Number of antenna cells inserted: 0
  • Post-DR wirelength/cell: a little under 20 um
  • DRT iter0 DRCs: 105
  • Number of antenna-violating nets in the routed design: 0
  • Final WL: 12100 um
  • Detailed-router iteration count before antenna repair: 4
  • Detailed-route DRC error count: 0
  • Total number of vias: between 3000 and 4000

Placed design
  • HPWL reported at the end of detailed placement: ~7500 um
  • Placer congestion estimate: a little over 0.7
  • Count of placed standard cells including taps: 596
  • Count of buffers from port buffering: around 70
  • Placed Instance Area: slightly below 8000 um2

CTS
  • Post-CTS Resized: 0
  • Post-CTS Setup Repair Bufs: 0
  • Root Buffer Master: clkbuf_16
  • H-tree depth: 4
  • Number of CTS-inserted buffers: 17
  • CTS tree: yes
  • Post-cts hold-fix buffer tally: 0
  • Total clock sinks: about 160
  • Latency at later pin: approximately 410 ps
  • Maximum clock path buffer count: 2
  • Clock-pin slew of the registers on the worst-case setup and hold paths: roughly 60 ps

Worst hold path
  • Class of the most critical hold timing path: reg -> reg

Power
  • Part of the total power dissipated in combinational logic: between 10% and 20%
  • Power density of the placed cells: between 1000 and 1500 nW/um2
  • Clock power share: about a third
  • Flop pwr share: 50.3%
  • Cell leakage power: between 3 and 4 nW
  • Internal power consumption: 6.74 mW
  • Switch share: a little over a fifth
  • Worst vdd ir: 0.613 mV
  • Design Power: roughly 8.6 mW
  • Sw Pwr: between 1.5 and 2 mW

Flow run
  • Tool warnings: 29
  • Count of maximum capacitance violations: 0

Outcome
  • Run status: complete, no violations
-- logic make-up after synthesis --
kind of cell	Yosys count	share of synthesized area (%)
mux	160	34.2
buf+inv	22	1.92
simple gates	7	0.921
flops	161	63.0
-- Yosys cell counts --
library cell	instances	share of area [%]
dfrtp_1	128	48
edfxtp_1	33	15
and2_1	1	0.094
buf_6	3	0.51
mux2_1	2	0.34
mux2_2	96	16
inv_1	1	0.056
nor3b_2	1	0.19
or3b_1	1	0.13
mux4_2	32	11
buf_2	18	1.4
nor3_2	1	0.15
mux2_4	30	6.8
nand4_1	1	0.094
nor3b_1	1	0.11
nand3_2	1	0.15
-- worst min path at each step --
stage / slack [ps] / depth (start not counted) / endpoint / from
6_report: 490 / 1 / slv_reg0[11] / slv_reg0[11]
5_1_grt: 510 / 1 / slv_reg0[10] / slv_reg0[10]
4_1_cts: 490 / 1 / slv_reg0[10] / slv_reg0[10]
-- power groups by stage --
| stage | Sequential, mW | Combinational [mW] | Clock (mW) |
|---|---|---|---|
| final | 4.33 | 1.26 | 3.01 |
| after global routing | 4.40 | 1.37 | 3.23 |
| after CTS | 4.33 | 1.28 | 3.10 |
-- per-layer routing --
layer	up-vias	share of wire [%]
met3	5	4.6
met2	67	51
li1	1515	-
met1	1771	43
met4	0	0.80
met5	-	0
-- flip-flops by register name, indices dropped and copies added (netlist names) --
register and cells:
PRDATA 32, slv_reg2 32, slv_reg3 32, PREADY 1, slv_reg1 32, slv_reg0 32
-- stage by stage --
stage | worst slack [ps] | setup TNS [ps]
floorplan | -880 | -880
global placement | -176 | -11360
detailed placement | -188 | -11980
CTS | 245 | 0
global route | 171 | 0
finish | 231 | 0
-- final cells by class --
class / count / area (um2) / share of cell area, %
inverters: 1 / 7.51 / 0.0901
flip-flops and latches: 161 / 4190 / 50.4
repair buffers: 95 / 993 / 11.9
well taps: 172 / 215 / 2.58
multi-input cells: 167 / 2360 / 28.3
clock buffers: 22 / 474 / 5.69
clock inverters: 9 / 83.8 / 1.01
-- critical path, cell delays in order --
cell,delay [ps]
clkdlybuf4s50_1,500
nand3_2,100
or3b_2,540
buf_12,200
mux2_4,310
Power is estimated from default activity; no workload was simulated.
